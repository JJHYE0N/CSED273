### flow/constraint.sdc
current_design decade_counter_2digits

set clk_period 1.7
set clk_io_pct 0.2

create_clock -name clk0 -period $clk_period [get_ports {clk}]

set non_clock_inputs [all_inputs -no_clocks]
set_input_delay [expr $clk_period * $clk_io_pct] -clock clk0 $non_clock_inputs
set_output_delay [expr $clk_period * $clk_io_pct] -clock clk0 [all_outputs]
### flow/run.sh
#!/bin/bash
# OpenROAD 26Q1-2900-gdf79404cd8, Yosys 0.63+post, stock flow scripts
make -C /OpenROAD-flow-scripts/flow DESIGN_CONFIG=/design/flow/config.mk WORK_HOME=/design/flow/orfs finish
### flow/config.mk
export PLATFORM = sky130hd
export DESIGN_NAME = decade_counter_2digits
export DESIGN_NICKNAME = decade_counter_2digits
export VERILOG_FILES = /design/flow/design.v
export SDC_FILE = /design/flow/constraint.sdc
export NUM_CORES = 4
export LEC_CHECK = 1
export CORE_AREA = 10 10 70 70
export DIE_AREA = 0 0 80 80
export SYNTH_HDL_FRONTEND = slang
### flow/design.v
`timescale 1ps / 1fs
module decade_counter(input reset_n, input clk, output [3:0] count);
    wire [3:0] count_ =~count;
    edge_trigger_JKFF JK1(reset_n,count[2]&count[1]&count[0],count[0],clk,count[3],count_[3]);
    edge_trigger_JKFF JK2(reset_n,count[1]&count[0],count[1]&count[0],clk,count[2],count_[2]);
    edge_trigger_JKFF JK3(reset_n,count_[3]&count[0],count[0],clk,count[1],count_[1]);
    edge_trigger_JKFF JK4(reset_n,1,1,clk,count[0],count_[0]);
endmodule
`timescale 1ps / 1fs
module decade_counter_2digits(input reset_n, input clk, output [7:0] count);
    decade_counter A(reset_n,clk,count[3:0]);
    decade_counter B(reset_n,count[3]&count[0],count[7:4]);
endmodule
`timescale 1ps / 1fs
module edge_trigger_JKFF(input reset_n, input j, input k, input clk, output reg q, output reg q_);  
    initial begin
      q = 0;
      q_ = ~q;
    end
    always @(negedge clk) begin
        q = reset_n & (j&~q | ~k&q);
        q_ = ~reset_n | ~q;
    end
endmodule
module edge_trigger_D_FF(input reset_n, input d, input clk, output q, output q_);   
    edge_trigger_JKFF FF1(reset_n,d,~d,clk,q,q_);
endmodule
==> commit_impl_results.txt <==
Refresh implementation metrics

- The run finished, with violations left.
- Violations in the final reports: negative setup slack
* Worst vdd rail ir drop: ~0.00019 V
- After routing the design area is approximately 510 um2.
- Overall global routing resource usage: roughly 2.4%
* # setup viols final: 4
* Post-layout power: just under 300 uW
* Tally of nets with antenna violations remaining after routing: 0
- The script parses the final routing iteration and logs DRC violations as 0.
- The critical path is of the register to output pin type.
- Final hold violation count: 0
- Final worst clock skew: roughly 0.01 ns
- 8 endpoints have no timing constraint.
- The report lists the power per cell area as ~560 mW/mm2.
- Along the critical path, the tally of buffer and inverter instances is 1.
- By count the netlist is led by 8 x sky130_fd_sc_hd__buf_4, 8 x sky130_fd_sc_hd__dfxtp_1, 5 x sky130_fd_sc_hd__a21oi_1.
- Top area cells in the synthesized netlist: sky130_fd_sc_hd__dfxtp_1 44%, sky130_fd_sc_hd__buf_4 16%, sky130_fd_sc_hd__a21oi_1 6.8%
- In this run the number of H-tree levels came out at 1.
- Chip Height: 80 um
* Unrepaired setup endpoints after global routing: yes
- The average instance in the mapped netlist occupies around 9.4 um2.
* Via count of the first global-routing pass: approximately 300
* Initial antenna violation count: 0
* Reported leakage power: 0.2070 nW
- The cell sequence reported for the critical path is buf_2.
- Routed wire per std cell: roughly 7.4 um
- Top cell family by delay on the critical path: flip-flops
* Type of element launching the critical path: register
* Max-slew violation total from the final report: 0
- STA reports the tightest min-delay check as being of type register to register.
- The share of the core area taken by cells at floorplan is ~11%.
- The biggest area contributor in the post-synthesis netlist is sky130_fd_sc_hd__dfxtp_1.
* Count of unclocked register or latch pins: 4
- Dpl cell area: 494.2 um2
- Logged for this run, the post-placement worst setup slack is -0.2784 ns.
- In this run the standard cell core region covers about 0.0034 mm2.
- The most used flip-flop cell after synthesis is sky130_fd_sc_hd__dfxtp_1.
* Clk pin slew, worst setup/hold paths: roughly 0.040 ns
- STA classifies the critical path endpoint as an output pin.
* Required time of the critical path: 1.36 ns
* Number of placed cells counting well taps: 91
- The detailed router finished its first iteration with 3 violations.
* Maximum number of pins on one net before global-route repair: 9
- For this run the aggregate overflow at the end of global routing stands at 0.
- Area reported by Yosys stat: 367.9 um2
* Number of clock buffers inserted by TritonCTS: 3
* Count of library flops with an enable pin: 0
- In this run the worst path has a maximum fanout of 2.
- Share of synthesized area occupied by flip-flops and latches: a little over two fifths
- In the routed layout, each cell is associated on average with a via count of roughly 3.0.
- At the pin with the least slew margin, the transition time is 0.2163 ns.
- IO Count: 10
- Buffers on Ports: 9
* Critical path's largest stage delay: just over 0.3 ns
* Yosys stat cell total: 39
- Clk Tree Root Cell: sky130_fd_sc_hd__clkbuf_4
- Area share of the largest cell type after synthesis: a little over two fifths
- Netlist area before placement: 367.9 um2
- Overall via count from detail_route: around 290
- The number of maximum-capacitance violations recorded for the run is 0.
- Maximum clock insertion buffer count: 2
* Die area: 0.006400 mm2
* Data arrival at the endpoint of the critical path: ~1.6 ns
- Share of cells above drive strength 1: 37.25%
- The number of antenna diodes in the final layout is 0.
* DRT Pass-1 Iters: 3
- X dimension of the die: 80 um
- Synthesis produced a netlist whose cell count is 39.
* Worst relative slew slack: about 86%
- Fin cells: approximately 97
* Min setup slack post-route: -0.1997 ns
- The netlist uses 12 different library cells.
- Cell with the largest stage delay on the worst path: sky130_fd_sc_hd__dfxtp_2
- Hold buffer count at cts: 0
- Register bit total from synthesis: 8
* Area growth, synth to finish: 39.12%
- Per the synth stats, the proportion of register bits with asynchronous set or reset is 0%.
* Count of warning messages emitted by the tools: 31
- TritonCTS clock tree: built
- Synthesis warning total: 2
- According to the floorplan log, the row count is 21.
* Weighted congestion at the end of routability-driven global placement: between 0.6 and 0.7
* Clock latency (worst-skew pair): 0.30 ns
- The final layout contains routed wiring with a total length of around 700 um.
* Wire length of the first global-routing pass: 1.262 mm
- The wire-length estimate of the detail-placed layout is between 500 and 600 um.
- Looking at the post-CTS report, the setup buffer insertion count equals 0.
layer usage:
metal / GRT usage, % / wire, um
met3: 1.705 / 85
met2: 2.809 / 293
met4: 1.585 / 14
met5: 0 / 0
met1: 2.892 / 322
metrics by stage:
step / hold WS [ns] / utilization [%] / TNS [ns]
6_report: 0.5338 / 14.98 / -0.7540
3_3_place_gp: 0.5227 / 14.47 / -2.052
3_5_place_dp: 0.5290 / 14.47 / -2.071
2_1_floorplan: 0.4320 / - / 0
4_1_cts: 0.5377 / 14.98 / -0.8251
5_1_grt: 0.5712 / 14.98 / -0.9368
cell type report:
type	count	area, um2
inverter	1	3.754
tap	46	57.56
multi-input combinational	21	140.1
clock buffer	3	22.52
fill	398	2904
clock inverter	4	15.01
sequential	8	165.2
timing repair buffer	14	107.6
cell usage in the layout (no fill, tap or decap):
master                            count
sky130_fd_sc_hd__inv_1                5
sky130_fd_sc_hd__dfxtp_2              4
sky130_fd_sc_hd__nor2_1               2
sky130_fd_sc_hd__buf_4                5
sky130_fd_sc_hd__dfxtp_1              4
sky130_fd_sc_hd__or3b_1               2
sky130_fd_sc_hd__nand2b_1             4
sky130_fd_sc_hd__buf_2                4
sky130_fd_sc_hd__a21bo_2              2
sky130_fd_sc_hd__a21oi_2              1
sky130_fd_sc_hd__clkbuf_4             3
sky130_fd_sc_hd__clkdlybuf4s50_1      5
sky130_fd_sc_hd__a21oi_1              5
sky130_fd_sc_hd__nand4b_1             2
sky130_fd_sc_hd__nand3b_1             2
sky130_fd_sc_hd__nand2_1              1
cells by family (layout without fill, tap and decap cells):
logic type	Yosys count	in the layout	synth area share, %
AND-OR/OR-AND	8	8	14.63
buffers and inverters	10	22	18.37
flip-flops	8	8	43.54
AND/OR/NAND/NOR	13	13	23.47
power breakdown:
part / leakage [nW] / switching (mW) / internal, mW
Clock: 0.0351 / 0.0615 / 0.0922
Combinational: 0.105 / 0.0134 / 0.0185
Sequential: 0.0672 / 0.00230 / 0.101
Total: 0.207 / 0.0772 / 0.212
state kept, by name (all words and copies together) (netlist names):
name / count
B.JK4.q: 1
B.JK2.q: 1
A.JK4.q: 1
A.JK1.q: 1
B.JK1.q: 1
A.JK2.q: 1
B.JK3.q: 1
A.JK3.q: 1
worst paths after layout:
check,cells after the start,slack [ns],to,start
worst min-delay path,2,0.53,A.JK4.q$_DFF_N_,A.JK4.q$_DFF_N_
worst max-delay path,1,-0.20,count[0],A.JK4.q$_DFF_N_
worst max register to register,3,0.70,A.JK3.q$_DFF_N_,A.JK4.q$_DFF_N_
worst min register to register,2,0.53,A.JK4.q$_DFF_N_,A.JK4.q$_DFF_N_
timing repair:
action	4_1_cts	5_1_grt
endpoints found under the setup margin	4	4
hold endpoints to repair	0	0
resized	15	0
Power is estimated from default activity; no workload was simulated.

[design/flow/config.mk]
export PLATFORM = sky130hd
export DESIGN_NAME = lab5_1
export DESIGN_NICKNAME = lab5_1
export VERILOG_FILES = /design/flow/design.v
export SDC_FILE = /design/flow/constraint.sdc
export NUM_CORES = 4
export LEC_CHECK = 1
export CORE_AREA = 10 10 70 70
export DIE_AREA = 0 0 80 80
[design/flow/constraint.sdc]
current_design lab5_1

set clk_period 3.1
set clk_io_pct 0.2

create_clock -name clk0 -period $clk_period

set non_clock_inputs [all_inputs -no_clocks]
set_input_delay [expr $clk_period * $clk_io_pct] -clock clk0 $non_clock_inputs
set_output_delay [expr $clk_period * $clk_io_pct] -clock clk0 [all_outputs]
[design/flow/design.v]
`timescale 1ps / 1fs
module adder(
    input [3:0] x,
    input [3:0] y,
    input c_in,              
    output [3:0] out,
    output c_out             
); 
    wire [3:0] A;
    wire [3:0] B;
    wire [3:0] C;
    wire [2:0] cout;
    xor(out[0],x[0],y[0],c_in);
    and(A[0],x[0],y[0]);
    xor(B[0],x[0],y[0]);
    and(C[0],B[0],c_in);
    or(cout[0],A[0],C[0]);
    xor(out[1],x[1],y[1],cout[0]);
    and(A[1],x[1],y[1]);
    xor(B[1],x[1],y[1]);
    and(C[1],B[1],cout[0]);
    or(cout[1],A[1],C[1]);
    xor(out[2],x[2],y[2],cout[1]);
    and(A[2],x[2],y[2]);
    xor(B[2],x[2],y[2]);
    and(C[2],B[2],cout[1]);
    or(cout[2],A[2],C[2]);
    xor(out[3],x[3],y[3],cout[2]);
    and(A[3],x[3],y[3]);
    xor(B[3],x[3],y[3]);
    and(C[3],B[3],cout[2]);
    or(c_out,A[3],C[3]);
endmodule
module arithmeticUnit(
    input [3:0] x,
    input [3:0] y,
    input [2:0] select,
    output [3:0] out,
    output c_out             
);
    wire [3:0] y_;
    wire a0,a1,a2,b0,b1,b2,c0,c1,c2,d0,d1,d2;
    and(a0, select[1],y[0]); 
    not(a1, y[0]);
    and(a2, select[2], a1); 
    or(y_[0],a0,a2);
    and(b0, select[1],y[1]); 
    not(b1, y[1]);
    and(b2, select[2], b1); 
    or(y_[1],b0,b2);
    and(c0, select[1],y[2]); 
    not(c1, y[2]);
    and(c2, select[2], c1); 
    or(y_[2],c0,c2);
    and(d0, select[1],y[3]); 
    not(d1, y[3]);
    and(d2, select[2], d1); 
    or(y_[3],d0,d2);
    adder A(y_[3:0],x[3:0],select[0],out[3:0],c_out);
endmodule
module mux4to1(
    input [3:0] in,
    input [1:0] select,
    output out
);
    wire A,B,C,D;
    and(A,in[0],~select[1],~select[0]);
    and(B,in[1],~select[1],select[0]);
    and(C,in[2],select[1],~select[0]);
    and(D,in[3],select[1],select[0]);
    or(out,A,B,C,D);
endmodule
module logicUnit(
    input [3:0] x,
    input [3:0] y,
    input [1:0] select,
    output [3:0] out
);
    wire [3:0] in_value0;
    wire [3:0] in_value1;
    wire [3:0] in_value2;
    wire [3:0] in_value3;
    and(in_value0[0],x[0],y[0]);
    or(in_value0[1],x[0],y[0]);
    xor(in_value0[2],x[0],y[0]);
    not(in_value0[3],x[0]);
    and(in_value1[0],x[1],y[1]);
    or(in_value1[1],x[1],y[1]);
    xor(in_value1[2],x[1],y[1]);
    not(in_value1[3],x[1]);
    and(in_value2[0],x[2],y[2]);
    or(in_value2[1],x[2],y[2]);
    xor(in_value2[2],x[2],y[2]);
    not(in_value2[3],x[2]);
    and(in_value3[0],x[3],y[3]);
    or(in_value3[1],x[3],y[3]);
    xor(in_value3[2],x[3],y[3]);
    not(in_value3[3],x[3]);
    mux4to1 A(in_value0[3:0],select[1:0],out[0]);
    mux4to1 B(in_value1[3:0],select[1:0],out[1]);
    mux4to1 C(in_value2[3:0],select[1:0],out[2]);
    mux4to1 D(in_value3[3:0],select[1:0],out[3]);
endmodule
module mux2to1(
    input [1:0] in,
    input  select,
    output out
);
    wire A,B;
    and(A,in[0],~select,1);
    and(B,in[1],select,1);
    or(out,A,B);
endmodule
module lab5_1(
    input [3:0] x,
    input [3:0] y,
    input [3:0] select,
    output [3:0] out,
    output c_out             
);
    wire [3:0] out_1;
    wire [3:0] out_2;
    arithmeticUnit A(x[3:0],y[3:0],select[2:0],out_1[3:0],c_out);
    logicUnit B(x[3:0],y[3:0],select[1:0],out_2[3:0]);
    wire [1:0] ab0;
    wire [1:0] ab1;
    wire [1:0] ab2;
    wire [1:0] ab3;
    assign ab0[0]=out_1[0];
    assign ab0[1]=out_2[0];
    assign ab1[0]=out_1[1];
    assign ab1[1]=out_2[1];
    assign ab2[0]=out_1[2];
    assign ab2[1]=out_2[2];
    assign ab3[0]=out_1[3];
    assign ab3[1]=out_2[3];
    mux2to1 C(ab0[1:0],select[3],out[0]);
    mux2to1 D(ab1[1:0],select[3],out[1]);
    mux2to1 E(ab2[1:0],select[3],out[2]);
    mux2to1 F(ab3[1:0],select[3],out[3]);
endmodule
[design/flow/run.sh]
#!/bin/bash
# OpenROAD 26Q1-2900-gdf79404cd8, Yosys 0.63+post, stock flow scripts
make -C /OpenROAD-flow-scripts/flow DESIGN_CONFIG=/design/flow/config.mk WORK_HOME=/design/flow/orfs finish
==> results.cfg <==
; physical design summary
[power_and_ir_drop]
power.density_nw_per_um2 = 138
ir_drop_mv = 0.0252
p_leak_nw = 0.394

[critical_path]
path_class = in2out
endpoint_kind = primary output
cp.required_ns = 2.48
cp.arrival_ns = 2.56
cp-start-kind = input pin
worst-path-max-fanout = 2

[logic_synthesis]
ys_area_um2 = 467
ys_seq_share_pct = 0
top_area_cell = ha_1
top_cell_area_share_pct = 21.4
most_common_cell = inv_1
yosysCellCount = 52
synth-warning-count = 0
area_leaders = ha_1 (21%), fa_1 (17%), mux2i_1 (13%)
synth.top_cells.by_count = inv_1 (13), ha_1 (8), mux2i_1 (6)
syn_area_um2 = 467
syn_inst = 52
ys_types = 13
avgSynthCellArea_um2 = 8.97

[floorplanning]
die_h_um = 80
die_w_um = 80
ioPinCount = 17
fp.dieArea_um2 = 6400
core_um2 = 3420
initial_core_util_pct = 13.7
rows = 21

[global_route]
grt_max_degree = 6
grt_overflow_total = 0
grt_pass1_vias = 446
gr-usage-all-layers_pct = 4.04
grt_pass1_wl_um = 2140
antenna_found_initial = 0

[outcome]
violations = setup timing
status = finished, violations left

[layout]
area_growth_pct = 61.1
flops = 0
regArea_um2 = 0
clkbuf_count = 0
fillers = 375
fin_util_pct = 22.0
drive_above_1_share_pct = 43.8
logic_area_um2 = 407

[sta]
drv_slew = 0
hold_viol = 0
slew_headroom_pct = 85.7
finalWorstPathRequiredPeriod_ns = 3.18
max_freq_ghz = 0.314
postLayoutSetupSlackWorst_ns = -0.0826
hold_ws_ns = 1.89
finalClockPeriodUsage_pct = 103
worst_pin_slew_ns = 0.208
rsz0062_at_grt = yes
finalSetupViolations = 1

[detailed_routing]
vias_per_cell = 3.42
diodes = 0
vias = 407
dr.pass1.iters = 2
wl_per_cell_um = 10.5
routed_wl_um = 1240
antenna_left = 0
drt_iter0_markers = 8
drc = 0

[placement]
gp_congestion = 0.748
dp_hpwl_um = 1120
io_buffer_count = 17

[job]
warning_count = 39
maxCapViolations = 0

[cts]
ctsHoldBuffers = 0

[hold_path]
hold_path_class = in2out
==> timing repair <==
item | 4_1_cts | 5_1_grt
pin swaps | 6 | 5
gates cloned | 0 | 0
setup buffers | 0 | 0
setup endpoints to repair | 5 | 3
gates resized | 36 | 6
==> cell type report <==
type,instances,share of cell area (%)
inverter,13,6.49
multi-input combinational,34,54.1
tap,46,7.65
timing repair buffer,26,31.8
==> per-layer routing <==
metal,part of all wire [%],GRT usage (%),vias up
li1,-,-,209
met1,42,5.48,188
met2,52,6.74,10
met3,6.6,0.909,0
met4,0,0,0
met5,0,0,-
==> worst paths after layout <==
path,startpoint,to,slack [ns],cells after the start
setup / recovery,y[0],out[3],-0.08,10
hold / removal,select[1],out[3],1.89,6
==> placed cells by master (no fill, tap or decap), types with 3 or more instances in the layout <==
master           Yosys  layout
buf_4                4       9
inv_1               13       8
ha_1                 8       8
clkdlybuf4s50_1      0       6
inv_2                0       5
mux2i_1              6       5
o22ai_1              4       4
fa_2                 0       4
mux2_4               2       3
mux2_2               4       3
==> worst max-delay path: stages <==
cell	delay (ns)
buf_8	0.08
mux2i_4	0.22
fa_2	0.22
inv_2	0.04
fa_2	0.33
fa_2	0.34
inv_2	0.06
fa_2	0.42
a21oi_2	0.12
buf_2	0.10
==> through the flow <==
stage	worst slack, ns	setup TNS [ns]	instance area (um^2)	std cells	total power [mW]
floorplan	-0.0209	-0.0209	478	52	0.0585
detailed placement	-0.935	-2.40	732	119	0.106
CTS	-0.144	-0.144	737	119	0.106
global route	-0.184	-0.184	752	119	0.121
global placement	-0.920	-2.41	732	119	0.104
finish	-0.0826	-0.0826	752	119	0.104
==> cells by family (layout without fill, tap and decap cells) <==
family	Yosys count	in the layout	share of synthesized area, %
fa+ha+maj	12	12	38.6
mux	12	12	29.0
buf+inv	18	39	19.3
simple gates	2	2	2.41
compound gates	8	8	10.7
==> power by group <==
group | internal, mW | switching (mW) | leakage, nW
sequential | 0 | 0 | 0
clock | 0 | 0 | 0
combinational | 0.0642 | 0.0400 | 0.394
No activity file was given, so power comes from the tool's default toggle rates.

[design/flow/run.sh]
#!/bin/bash
# OpenROAD 26Q1-2900-gdf79404cd8, Yosys 0.63+post, stock flow scripts
make -C /OpenROAD-flow-scripts/flow DESIGN_CONFIG=/design/flow/config.mk WORK_HOME=/design/flow/orfs finish
[design/flow/design.v]
module halfAdder(
    input in_a,
    input in_b,
    output out_s,
    output out_c
    );
    and(out_c,in_a,in_b);
    xor(out_s,in_a,in_b);
endmodule
module fullAdder(
    input in_a,
    input in_b,
    input in_c,
    output out_s,
    output out_c
    );
    wire A,B,C;
    halfAdder a(in_b,in_c,A,B);
    halfAdder b(in_a,A,out_s,C);
    or(out_c,B,C);
endmodule
module lab4_2(
    input [4:0] in_a,
    input [4:0] in_b,
    input in_c,
    output [4:0] out_s,
    output out_c
    );
    wire [3:0] c;
    fullAdder a (in_a[0],in_b[0],in_c,out_s[0],c[0]);
    fullAdder b (in_a[1],in_b[1],c[0],out_s[1],c[1]);
    fullAdder d (in_a[2],in_b[2],c[1],out_s[2],c[2]);
    fullAdder e (in_a[3],in_b[3],c[2],out_s[3],c[3]);
    fullAdder f (in_a[4],in_b[4],c[3],out_s[4],out_c);
endmodule
module lab4_4(
    input [4:0]in_a,
    input [2:0]in_b,
    output [7:0]out_m
    );
    and(out_m[0],in_a[0],in_b[0]);
    wire [4:0] A;
    and(A[0],in_a[0],in_b[1]);
    and(A[1],in_a[1],in_b[1]);
    and(A[2],in_a[2],in_b[1]);
    and(A[3],in_a[3],in_b[1]);
    and(A[4],in_a[4],in_b[1]);
    wire [4:0] B;
    and(B[0],in_a[1],in_b[0]);
    and(B[1],in_a[2],in_b[0]);
    and(B[2],in_a[3],in_b[0]);
    and(B[3],in_a[4],in_b[0]);
    assign B[4] = 0;
    wire [4:0] C;
    wire cout;
    wire cin;
    assign cin = 0;
    lab4_2 X(A[4:0],B[4:0],cin,C[4:0],cout);
    assign out_m[1]=C[0];
    wire [4:0] F;
    assign F[0]=C[1];
    assign F[1]=C[2];
    assign F[2]=C[3];
    assign F[3]=C[4];
    assign F[4]= cout;
    wire [4:0] D;
    and(D[0],in_a[0],in_b[2]);
    and(D[1],in_a[1],in_b[2]);
    and(D[2],in_a[2],in_b[2]);
    and(D[3],in_a[3],in_b[2]);
    and(D[4],in_a[4],in_b[2]);
    lab4_2 Y(F[4:0],D[4:0],cin,out_m[6:2],out_m[7]);
endmodule
[design/flow/constraint.sdc]
current_design lab4_4

set clk_period 6.7
set clk_io_pct 0.2

create_clock -name clk0 -period $clk_period

set non_clock_inputs [all_inputs -no_clocks]
set_input_delay [expr $clk_period * $clk_io_pct] -clock clk0 $non_clock_inputs
set_output_delay [expr $clk_period * $clk_io_pct] -clock clk0 [all_outputs]
[design/flow/config.mk]
export PLATFORM = sky130hd
export DESIGN_NAME = lab4_4
export DESIGN_NICKNAME = lab4_4
export VERILOG_FILES = /design/flow/design.v
export SDC_FILE = /design/flow/constraint.sdc
export NUM_CORES = 4
export LEC_CHECK = 1
export CORE_AREA = 10 10 70 70
export DIE_AREA = 0 0 80 80
==> ci_impl_report.md <==
### Yosys + OpenROAD results

| Metric | Value |
|---|---|
| Pin slew with the least headroom to its limit | 0.164 ns |
| Average wire per cell in the routed design | 7.98 microns |
| Worst path most repeated cell | sky130_fd_sc_hd__fa_1 |
| Cell total after placement | 95 |
| CTS Hold Buffers Added | 0 |
| Residual DRC | 0 |
| Crit. End Element | output port |
| Number of optimization iterations in the first detailed-route pass | 1 |
| Type of the most critical hold path | in2out |
| Count of non-filler cells in the finished layout | 95 |
| Residual antenna-violating net count after detailed routing | 0 |
| Antenna fix cells | 0 |
| Hold Violations, Final | 0 |
| Startpoint type of the worst setup path | input pin |
| Number of antenna violations at the first check in global routing | 0 |
| Number of buffers inserted by port buffering | 16 |
| Total die area | 6400 sq um |
| Cell breakdown of the critical path | clkdlybuf4s50_1 -> and2_1 -> ha_1 -> fa_1 -> fa_2 -> fa_1 -> fa_1 -> fa_1 -> inv_1 -> fa_1 -> inv_1 -> clkdlybuf4s50_1 |
| Total standard cell area after synthesis | 349 sq um |
| Half-perimeter wire length after detailed placement | 732 microns |
| Pin count of the biggest net entering global routing | 6 |
| Placed cell area | 514 sq um |
| Sequential fraction of design power | 0 |
| Net Sw Frac | 0.323 |
| Area added between synthesis and finish | 49.5% |
| Clk network pwr share | 0 |
| Clock buffers | 0 |
| P per Cell Area | 68.0 nW/um^2 |
| Horiz. Die Dim | 80 microns |
| Vias in the first global route | 282 |
| Final Wtd Congestion | 0.721 |
| Top Ports | 16 |
| DRC marker count from the first detailed-route iteration | 0 |
| Vias per Instance | 2.72 |
| Critical Path Slowest Stage Cell | sky130_fd_sc_hd__clkdlybuf4s50_1 |
| Number of stages on the worst setup path | 12 |
| Top cells by area in the synthesized netlist | sky130_fd_sc_hd__fa_1, sky130_fd_sc_hd__and2_1, sky130_fd_sc_hd__buf_4, sky130_fd_sc_hd__ha_1, sky130_fd_sc_hd__inv_1 |
| Overall Global Routing Usage | 0.0256 |
| Post-synthesis cell count from yosys | 40 |
| Via count of the routed design | 258 |
| CP peak stage delay | 0.47 ns |
| Combined buffer and inverter count along the critical path | 4 |
| Final-report setup violation count | 0 |
| Crit path time final | 6.53 ns |
| Max-capacitance violation count | 0 |
| DIE HEIGHT | 80 microns |
| Internal cell power | 24.0 uW |
| First-pass GRT wire length | 1360 microns |
| Starting density of the core | 0.102 |
| Routed wire length | 758 microns |
| Area leader share | 0.401 |
| Count of sequential standard cells | 0 |
| Post-synth top cells | sky130_fd_sc_hd__and2_1, sky130_fd_sc_hd__inv_1, sky130_fd_sc_hd__buf_4, sky130_fd_sc_hd__fa_1, sky130_fd_sc_hd__ha_1 |
| Maximum achievable frequency | 0.153 GHz |
| Fraction of layout cells with a size suffix above 1 | 0.0204 |
| Tally of yosys warning messages | 0 |
| Leftover overflow at the end of global routing | 0 |
| Tally of unique sky130hd cells used after synthesis | 6 |
| Worst setup path class | in2out |
| Worst-path maximum fanout | 3 |
| Register area share after synthesis | 0 |
| Final cycle utilization of the critical path | 0.975 |
| Post-synthesis cell count | 40 |
| Leakage power figure | 0.000242 uW |
| Final core utilization | 0.153 |
| Max_slew headroom | 0.890 |
| Most numerous cell in the Yosys netlist | sky130_fd_sc_hd__and2_1 |
| Worst hold slack across all endpoints | 3.42 ns |
| Core ar. | 3420 sq um |
| Finished Cell Area | 522 sq um |
| Max VDD drop | 6.52 uV |
| Standard-cell row count | 21 |
| Worst Min Path Start | in_b[0] |
| Top cell family by delay on the critical path | adder cells |
| Hold path cells | 3 |
| Mean instance size in the synthesized netlist | 8.73 sq um |
| Gate power share | 1.000 |
| Post-synth area from yosys stat | 349 sq um |
| Max-slew violation total from the final report | 0 |
| Worst setup path start | in_a[0] |
| Cell type with the largest total area after synthesis | sky130_fd_sc_hd__fa_1 |
| Sequential cell area | 0 sq um |
| Tool warnings | 32 |
| Required time at the worst-slack endpoint | 5.36 ns |
| Result of the run | finished, final reports clean |
| Power dissipated by switching net loads | 11.5 uW |
| CP Data Arrival Time | 5.19 ns |
-- stage by stage --
step	TNS, ns	setup slack, ns	power (uW)
5_1_grt	-0.00501	-0.00501	41.4
6_report	0	0.166	35.5
2_1_floorplan	0	1.06	22.3
3_5_place_dp	0	0.0878	37.4
3_3_place_gp	0	0.0950	37.2
4_1_cts	0	0.0899	37.5
-- layer usage --
| layer | vias up | wire (microns) | global-route usage |
|---|---|---|---|
| met5 | - | 0 | 0 |
| met4 | 0 | 0 | 0 |
| met3 | 0 | 14 | 0.00227 |
| met2 | 3 | 503 | 0.0586 |
| met1 | 128 | 240 | 0.0237 |
| li1 | 127 | - | - |
-- final cells by class --
type | instances | area, sq um
Tap cell | 46 | 57.6
Timing Repair Buffer | 16 | 165
Inverter | 8 | 30.0
Fill cell | 395 | 2890
Multi-Input combinational cell | 25 | 269
-- final timing paths --
path / slack [ns] / to
hold / removal: 3.42 / out_m[0]
setup / recovery: 0.17 / out_m[6]
-- logic make-up (layout without fill, tap and decap cells) --
group,Yosys count,after routing,synth area share
adder cells (fa/ha/maj),10,10,0.509
buffers and inverters,15,24,0.237
AND/OR/NAND/NOR,15,15,0.254
-- cells in the final DEF, fill, tap and decap left out --
master and n:
sky130_fd_sc_hd__clkdlybuf4s50_1 14, sky130_fd_sc_hd__and2_1 13, sky130_fd_sc_hd__inv_1 8, sky130_fd_sc_hd__fa_1 6, sky130_fd_sc_hd__ha_1 3, sky130_fd_sc_hd__nand2_1 2
sky130_fd_sc_hd__dlymetal6s2s_1 2, sky130_fd_sc_hd__fa_2 1
-- what timing repair did --
item | in CTS | in global routing
gates resized | 0 | 3
setup buffers | 0 | 0
endpoints found under the setup margin | 0 | 1
endpoints found under the hold margin | 0 | 0
-- worst min-delay path, cell delays in order --
cell	delay, ns
sky130_fd_sc_hd__dlymetal6s2s_1	0.16
sky130_fd_sc_hd__and2_1	0.17
sky130_fd_sc_hd__clkdlybuf4s50_1	0.41
-- power groups by stage --
| stage | clock (uW) | sequential (uW) | combinational, uW |
|---|---|---|---|
| finish | 0 | 0 | 35.5 |
| global route | 0 | 0 | 41.4 |
| CTS | 0 | 0 | 37.5 |
No activity file was given, so power comes from the tool's default toggle rates.
